==> ./run.sh <==
#!/bin/bash
# OpenROAD 26Q1-2900-gdf79404cd8, Yosys 0.63+post, stock flow scripts
make -C /OpenROAD-flow-scripts/flow DESIGN_CONFIG=/design/flow/config.mk WORK_HOME=/design/flow/orfs finish
==> ./config.mk <==
export PLATFORM = sky130hd
export DESIGN_NAME = cpu_main
export DESIGN_NICKNAME = cpu_main
export VERILOG_FILES = /design/flow/design.v
export SDC_FILE = /design/flow/constraint.sdc
export NUM_CORES = 4
export LEC_CHECK = 1
export CORE_AREA = 10 10 70 70
export DIE_AREA = 0 0 80 80
==> ./constraint.sdc <==
current_design cpu_main

set clk_period 4.3
set clk_io_pct 0.2

create_clock -name clk0 -period $clk_period [get_ports {clk}]

set non_clock_inputs [all_inputs -no_clocks]
set_input_delay [expr $clk_period * $clk_io_pct] -clock clk0 $non_clock_inputs
set_output_delay [expr $clk_period * $clk_io_pct] -clock clk0 [all_outputs]
==> ./design.v <==
module cpu_main(
    	input             clk,
    	input             rst,
    	input      [15:0] memory,
      output reg [3:0]  out
);
parameter NON = 4'b0000, ADD = 4'b0001, SUB = 4'b0010;
wire [3:0] opcode;
wire [3:0] input_A;
wire [3:0] input_B;
cpu_memory Memory(
     	.clk(clk),
    	.rst(rst),
    	.memory(memory),
    	.opcode(opcode),
    	.input_A(input_A),
    	.input_B(input_B)
);
always @(posedge clk, negedge rst) begin
    	if (!rst) begin
        	out <= 4'b0;
    	end
    	else begin
        	case (opcode)
            		NON     : out <= 4'b0 ;
            		ADD     : out <= input_A + input_B ;
            		SUB     : out <= input_A - input_B ;
            		default : out <= 4'bx ;
        	endcase
    	end
end
endmodule
module cpu_memory(
	input      clk,
	input      rst,
  input      [15:0] memory,   
  output reg [3:0]  opcode,   
  output reg [3:0]  input_A,  
  output reg [3:0]  input_B   
);
always @(posedge clk, negedge rst) begin
  if (!rst) begin              
		opcode  <= 4'b0;
		input_A <= 4'b0;
		input_B <= 4'b0;
	end
	else begin                   
		opcode  <= memory[15:12];
		input_A <= memory[11:8];
		input_B <= memory[7:4];
	end
end
endmodule
==> notes.md <==
Synthesis and PnR results.

- The run finished with clean final reports.
- The worst hold path class reads reg -> reg.
- Pin placement for this block handled 22 I/O pins.
- The number of remaining DRC errors reads 0.
- The CTS clock-pin slew for the worst setup and hold paths is 0.08 ns.
- The number of buffers and inverters on the critical path is 1.
- The number of placed instances, taps included, is 109.
- The starting utilization of the core area reads 18.5%.
- The synthesis-to-layout area growth is 41.9%.
- The yosys-reported design area after synthesis reads 631 um2.
- The chip occupies 6400 um2.
- The number of cells in Yosys stat reads 46.
- Looking at the reg2reg group, the worst path starts from Memory.opcode[3].
- The timing report gives the biggest stage delay along the critical path as 0.43 ns.
- Setup repair after global routing left no endpoint under its margin.
- The path depth of the worst reg2reg path is 8.
- Global routing finished with a remaining overflow of 0.
- The cell with the largest stage delay on the worst path reads sky130_fd_sc_hd__nor4b_2.
- The number of antenna cells inserted is 0.
- The number of antenna violations at the first check in global routing was 0.
- The setup TNS is 0 ns.
- The instance count on the critical path is 8.
- The cell area that synthesis handed to floorplanning was 631 um2.
- The clock period minus worst slack is 2.35 ns.
- The via count of the first global-routing pass reads 398.
- The first-pass GRT wire length reads 1770 um.
- The post-CTS setup buffer count reads 0.
- The register-to-register path setup slack reads 1.95 ns.
- Per the summary, power density relative to cell area is 334 nW/um2.
- The maximum clock frequency reads 426 MHz.
- The share of post-route cells with drive strength above 1 reads 8.96%.
- The sequential fraction of the synthesis area is 63.5%.
- The relative slew slack is 56.0%.
- The final report lists the setup-violating endpoint count as 0.
- Post-route period utilization is reported as 54.6%.
- The total placed instance area is 858 um2.
- The area of all placed cells without fillers is 895 um2.
- The first routing iteration left 3 violations.
- The worst ir drop on vdd is 118 uV.
- The post-cts hold buffer count reads 0.
- The category of the worst setup path launch point reads a flop.
- Summed over all cells, the static leakage comes to 0.000389 uW.
- The total iterations of the first detailed-routing run reads 2.
- After legalization and detailed placement, the total HPWL measured 887 um.
- The count of input and output buffers reads 17.
- At the worst endpoint, the required time is 4.52 ns.
- The final weighted congestion in routability-driven placement is 0.780.
- The via count reads 387.
- The total number of warnings across the stage logs is 29.
- The most common cell after layout, fill and taps aside reads sky130_fd_sc_hd__clkdlybuf4s50_1.
- The area of all sequential standard cells reads 400 um2.
- The reg-to-reg endpoint reads out[3].
- The largest buffer count on any clock path is 2.
- Data arrives at the worst endpoint at 2.57 ns.
- Post-CTS repair changed the size of 0 cells.
- The die boundary width reads 80 um.
- The cell row count reads 21.
- The final hold violation count recorded for this run is 0.
- The total track usage reads 3.37%.
- Looking at the setup timing report, the critical path kind is reg -> reg.
- The top cell types in the final layout, fill and taps aside, are 17 x sky130_fd_sc_hd__clkdlybuf4s50_1, 16 x sky130_fd_sc_hd__dfrtp_1, 5 x sky130_fd_sc_hd__inv_1, 4 x sky130_fd_sc_hd__nor2_1, 4 x sky130_fd_sc_hd__ha_1.
- The post-route core utilization is 26.2%.
- During synthesis, Yosys emitted a total of 2 warnings.
- Looking at the critical path, the highest net fanout was 4.
- In the synthesized netlist, the number of instances is 46.
- Following the worst setup path forward leads to its endpoint at out[3].
- The setup clock skew after layout is 0.00507 ns.
- The register bit count reported by yosys reads 16.
- The post-layout instance count excluding filler cells reads 113.
- The number of nets still failing antenna checks after routing is 0.
- Summing internal, switching and leakage power gives 299 uW.
- The cell family with the largest share of critical-path delay is simple AND/OR/NAND/NOR gates.
- The final wirelength is 1060 um.
- Walking the worst path, the cells encountered are nor4b_2 > mux2_2 > inv_1 > ha_1 > nor2b_1 > o21a_1 > a2111oi_0 > nand2b_1.
- STA classifies the critical path endpoint as a flop.
- Looking at the max-slew report, the worst-margin pin has a slew of 0.658 ns.
- The insertion delay of the later-clocked pin in the worst-skew pair is 0.28 ns.
- The maximum level of the CTS H-tree is 1.
- The max-slew violation count reads 0.
- The root buffer cell chosen for the clock tree is sky130_fd_sc_hd__clkbuf_4.
- The post-synthesis area per instance is 13.7 um2.
- The y dimension of the die reads 80 um.
- The clock tree from TritonCTS reads done.
- The layout filler cell count is 377.
- The detail-routed via count per cell is 3.42.
- Per the detail_route report, routed wire per instance is 9.39 um.
- The count of maximum capacitance violations reads 0.
- The tree built by TritonCTS fans out to 16 sinks.
- Leaving out buffers and inverters, the combinational logic in the layout accounts for 211 um2.
- The standard cell core area reads 3420 um2.
- TritonCTS created 3 clock buffers.
- The distinct cell type count of the synthesized netlist reads 17.
- The first element of the critical path reads Memory.opcode[3].
- Entering global routing, the biggest net connects 17 pins.
==> cells in the mapped netlist <==
| library cell | count | area [um2] |
|---|---|---|
| sky130_fd_sc_hd__nor4b_2 | 1 | 15.0 |
| sky130_fd_sc_hd__o21ai_0 | 1 | 5.00 |
| sky130_fd_sc_hd__ha_1 | 4 | 50.1 |
| sky130_fd_sc_hd__or3_1 | 2 | 12.5 |
| sky130_fd_sc_hd__mux2_2 | 1 | 11.3 |
| sky130_fd_sc_hd__nor2b_1 | 1 | 6.26 |
| sky130_fd_sc_hd__o21a_1 | 1 | 7.51 |
| sky130_fd_sc_hd__fa_1 | 1 | 20.0 |
| sky130_fd_sc_hd__xor2_1 | 1 | 8.76 |
| sky130_fd_sc_hd__a2111oi_0 | 1 | 8.76 |
| sky130_fd_sc_hd__xnor2_1 | 3 | 26.3 |
| sky130_fd_sc_hd__nand2b_1 | 1 | 6.26 |
| sky130_fd_sc_hd__dfrtp_1 | 16 | 400 |
| sky130_fd_sc_hd__inv_1 | 5 | 18.8 |
| sky130_fd_sc_hd__nor2_1 | 4 | 15.0 |
| sky130_fd_sc_hd__nor3_1 | 2 | 10.0 |
| sky130_fd_sc_hd__o2111ai_1 | 1 | 8.76 |
==> routing by layer <==
metal	GRT usage [%]	routed length (um)	vias up
li1	-	-	197
met1	4.77	547	175
met2	4.65	446	13
met3	1.48	52	2
met4	0.704	15	0
met5	0	0	-
==> sequential cells by signal, indices dropped and copies added (netlist names) <==
| register | cells |
|---|---|
| Memory.input_A | 4 |
| Memory.input_B | 4 |
| Memory.opcode | 4 |
| out | 4 |
==> final cells by class <==
type	count	share of cell area (%)
flip-flops and latches	16	44.8
multi-input cells	25	23.6
repair buffers	17	19.0
well taps	46	6.43
clock buffers	4	4.06
inverters	5	2.10
==> report_power, final <==
group / total [uW] / switching, uW / internal, uW / leakage, uW
Clock: 96.1 / 44.6 / 51.5 / 0.0000210
Sequential: 162 / 4.15 / 158 / 0.000195
Combinational: 40.8 / 15.5 / 25.3 / 0.000173
==> how the worst min path moves through the flow <==
stage	from	endpoint	slack (ns)	cells past startpoint
4_1_cts	Memory.opcode[3]	out[3]	0.61	3
5_1_grt	Memory.opcode[3]	out[3]	0.64	3
6_report	Memory.opcode[3]	out[3]	0.60	3
==> tightest hold or removal path, delay by kind of cell (launching register included) <==
kind	cells	cell delay, ns
flops	1	0.38
simple gates	2	0.12
compound gates	1	0.07
==> metrics by stage <==
| stage | setup WS, ns | hold slack, ns |
|---|---|---|
| after floorplan | 2.12 | 0.547 |
| after global placement | 1.98 | 0.587 |
| after detailed placement | 1.97 | 0.587 |
| after CTS | 1.95 | 0.609 |
| after global routing | 1.79 | 0.639 |
| final | 1.95 | 0.597 |
==> cell families (layout without fill, tap and decap cells) <==
family	after synthesis	in the layout	share of synthesized area, %
compound gates	4	4	4.76
simple gates	11	11	10.3
flops	16	16	63.5
mux	1	1	1.79
fa+ha+maj	5	5	11.1
xor+xnor	4	4	5.56
buf+inv	5	26	2.98
No activity file was given, so power comes from the tool's default toggle rates.
