`/design/flow/design.v`:
```
module ADD_SUB#(
	parameter N = 8
)(
	input c_in,
	input [N-1:0] x, y,
	output [N-1:0] sum
);
wire     [N-1:0] t;
assign t = y ^ {N{c_in}};
assign sum = x + t + c_in;
endmodule
module Barrel_Shifter (
	input 	[15:0] number,
	input 	[3:0] n,
	output 	[15:0] result_l,
	output	[15:0] result_r
);
assign result_l = number << n;
assign result_r = number >> n;
endmodule
module booth_multiplier(
	input signed [7:0] multiplier, multiplicand,
	output signed [15:0] product
);
wire signed [7:0] Q[0:6];
wire signed [7:0] acc[0:7];
wire signed [7:0] q0;
wire qout;
assign acc[0] = 8'b00000000;
booth_substep step1(acc[0], multiplier, 1'b0, multiplicand, acc[1], Q[0], q0[1]);
booth_substep step2(acc[1], Q[0], q0[1], multiplicand, acc[2], Q[1], q0[2]);
booth_substep step3(acc[2], Q[1], q0[2], multiplicand, acc[3], Q[2], q0[3]);
booth_substep step4(acc[3], Q[2], q0[3], multiplicand, acc[4], Q[3], q0[4]);
booth_substep step5(acc[4], Q[3], q0[4], multiplicand, acc[5], Q[4], q0[5]);
booth_substep step6(acc[5], Q[4], q0[5], multiplicand, acc[6], Q[5], q0[6]);
booth_substep step7(acc[6], Q[5], q0[6], multiplicand, acc[7], Q[6], q0[7]);
booth_substep step8(acc[7], Q[6], q0[7], multiplicand, product[15:8], product[7:0], qout);
endmodule
module booth_substep#(
	parameter N = 8
)(
	input signed [N-1:0] acc,
	input signed [N-1:0] Q,
	input signed q0,
	input signed [N-1:0] multiplicand,
	output reg signed [N-1:0] next_acc,
	output reg signed [N-1:0] next_Q,
	output reg q0_next
);
wire [N-1:0] addsub_temp;
ADD_SUB U_ADD_SUB(Q[0], acc, multiplicand, addsub_temp);
always @(*) begin	
	if(Q[0] == q0) begin
        	q0_next = Q[0];
        	next_Q = Q>>1;
        	next_Q[N-1] = acc[0];
        	next_acc = acc>>1;
		if (acc[N-1] == 1)
                	next_acc[N-1] = 1;
		end
		else begin
           		q0_next = Q[0];
			next_Q = Q>>1;
            		next_Q[N-1] = addsub_temp[0];
			next_acc = addsub_temp>>1;
			if (addsub_temp[N-1] == 1) begin
                		next_acc[N-1] = 1;
			end
		end			
	end	
endmodule 
module comparator (
	input [7:0] a,
	input [7:0] b,
	output GREATER,
	output EQUAL,
	output LESS
);
reg greater;
reg equal;
reg less;
assign GREATER = greater;
assign EQUAL = equal;
assign LESS = less;
always @(*) begin
	if (a > b) begin
		greater = 1;
		equal = 0;
		less = 0;
	end
	else if (a == b) begin
		greater = 0;
		equal = 1;
		less = 0;
	end
	else begin
		greater = 0;
		equal = 0;
		less = 1;
	end
end
endmodule
module decode(
 	input	[15:0]	MBR,	 
	output	[1:0]	IDEN,	 
  	output	[3:0]	OPCODE,	 
  	output	[7:0]	ADDRESS	 
);
reg [1:0] iden;
reg [3:0] opcode;
reg [7:0] address;
assign IDEN = iden;
assign OPCODE = opcode;
assign ADDRESS = address;
always @(*) begin
	iden	<= MBR[13:12];
	opcode 	<= MBR[11:8];
	address <= MBR[7:0];
end
endmodule
module execute (
	input	CLK,
	input	RST_N,
	input	START,
	input	[1:0]	IDEN,
	input	[3:0]  	OPCODE,
	input	[15:0] OUT_ADDRESS_MEMORY,	 
	output	[15:0] IN_ADDRESS_MEMORY,	 
	output	[15:0] RESULT
);
reg [15:0] ia_mem;
reg [15:0] ar;	 
reg greater, equal, less;
wire [7:0] 	result_add;
wire [7:0] 	result_sub;
wire [15:0]	result_mul;
wire [15:0]	result_left;
wire [15:0]	result_right;
wire GREATER;
wire EQUAL;
wire LESS;
assign IN_ADDRESS_MEMORY = ia_mem;
assign RESULT = ar;
ADD_SUB U_ADD (
	.c_in(1'b0),
	.x(ar),
	.y(OUT_ADDRESS_MEMORY),
	.sum(result_add)
);
ADD_SUB U_SUB (
	.c_in(1'b1),
	.x(ar),
	.y(OUT_ADDRESS_MEMORY),
	.sum(result_sub)
);
booth_multiplier U_MUL(
	.multiplier(ar),
	.multiplicand(OUT_ADDRESS_MEMORY),
	.product(result_mul)
);
Barrel_Shifter U_Shift (
	.number(ar),
	.n(OUT_ADDRESS_MEMORY),
	.result_l(result_left),
	.result_r(result_right)
);
comparator U_COM (
	.a(ar),
	.b(OUT_ADDRESS_MEMORY),
	.GREATER(GREATER),
	.EQUAL(EQUAL),
	.LESS(LESS)
);
always @(posedge CLK, negedge RST_N) begin
	if (!RST_N) begin
		ia_mem <= 16'b0;
		ar 	<= 0;
	end
	else begin
		if (START) begin
			if (IDEN == 2'b01) begin
				case (OPCODE)
					4'b0000 : ar <= OUT_ADDRESS_MEMORY;
					4'b0001 : ar <= result_add;
					4'b0010 : ar <= result_sub;
					4'b0011 : ar <= result_mul;
					4'b0100 : ar <= result_left;
					4'b0101 : ar <= result_right;
					4'b0110 : ar <= ar + 1;
					4'b0111 : ar <= ar - 1;
					4'b1000 : begin 
						greater <= GREATER;
						equal <= EQUAL;
						less <= LESS;
					end
					4'b1111 : ia_mem <= ar;
					default   : ar <= 0;
				endcase
			end
			else begin
				ar <= OUT_ADDRESS_MEMORY;
			end
		end
	end
end
endmodule
module fetch (
	input	CLK,
   	input	RST_N,
	input	[15:0] PC,		 
	input	[15:0] OUT_MEMORY,	 
	output	[15:0] MAR,		 
	output	[15:0] MBR,		 
	output	START
);
reg [15:0] i_pc;	 
reg [15:0] mar;
reg [15:0] mbr;
reg start;
assign MAR = mar;
assign MBR = mbr;
assign START = start;
always @(posedge CLK, negedge RST_N) begin
   	 if (!RST_N) begin		 
        	i_pc  <= 0;	
        	mar  <= 0;
        	mbr  <= 0;
		start  <= 0;
    	end
	else begin
		if (start) begin
			mar <= i_pc;			 
        		mbr <= OUT_MEMORY;	 
        		i_pc <= i_pc + 1;			 
		end
    	end
end
always @(*) begin
	i_pc <= PC;	 
	start <= 1;
end
endmodule
module mini_cpu (
	input  CLK,
	input  RST_N,
	input	 [15:0] PC,
	input	 [15:0] OUT_ADDRESS_MEMORY,
	input	 [15:0] OUT_MEMORY,
	output [7:0] ADDRESS, 
	output [15:0] MAR,
	output [15:0] IN_ADDRESS_MEMORY,
	output [15:0] RESULT
);
wire [15:0] 	MBR;
wire [1:0]   	IDEN;
wire [3:0]   	OPCODE;
wire 		START;
fetch U_FETCH (
	.CLK(CLK),
	.RST_N(RST_N),
	.PC(PC),
	.OUT_MEMORY(OUT_MEMORY),
	.MAR(MAR),
	.MBR(MBR),
	.START(START)
);
decode U_DECODE (
	.MBR(MBR),
	.IDEN(IDEN),
	.OPCODE(OPCODE),
	.ADDRESS(ADDRESS)
);
execute U_EXECUTE (
	.CLK(CLK),
	.RST_N(RST_N),
	.IDEN(IDEN),
	.OPCODE(OPCODE),
	.OUT_ADDRESS_MEMORY(OUT_ADDRESS_MEMORY),
	.IN_ADDRESS_MEMORY(IN_ADDRESS_MEMORY),
	.RESULT(RESULT),
	.START(START)
);
endmodule
```
`/design/flow/run.sh`:
```
#!/bin/bash
# OpenROAD 26Q1-2900-gdf79404cd8, Yosys 0.63+post, stock flow scripts
make -C /OpenROAD-flow-scripts/flow DESIGN_CONFIG=/design/flow/config.mk WORK_HOME=/design/flow/orfs finish
```
`/design/flow/config.mk`:
```
export PLATFORM = sky130hd
export DESIGN_NAME = mini_cpu
export DESIGN_NICKNAME = mini_cpu
export VERILOG_FILES = /design/flow/design.v
export SDC_FILE = /design/flow/constraint.sdc
export NUM_CORES = 4
export LEC_CHECK = 1
export CORE_UTILIZATION = 40
```
`/design/flow/constraint.sdc`:
```
current_design mini_cpu

set clk_period 14.9
set clk_io_pct 0.2

create_clock -name clk0 -period $clk_period [get_ports {CLK}]

set non_clock_inputs [all_inputs -no_clocks]
set_input_delay [expr $clk_period * $clk_io_pct] -clock clk0 $non_clock_inputs
set_output_delay [expr $clk_period * $clk_io_pct] -clock clk0 [all_outputs]
```
==> reports/metrics.csv <==
stage,metric,value,unit
yosys,synthArstFlopShare,1.00,
yosys,ff_type,dfrtp_1,
yosys,yosys_cells,1281,
yosys,post_synth_tally_of_flip_flops_with_integrated_enable,0,
yosys,synth.yosys.warnings,15,
yosys,ys_area,0.0101,sq mm
yosys,yosysUniqueCellTypes,88,
yosys,ys_seq_frac,0.194,
outcome,flow.stopped_at,synthesis (1_2_yosys),
outcome,tool.error,ERROR: Found 16 problems in 'check -assert'.,
yosys,ys_seq_elements,78,
outcome,run_status,did not finish,
-- cell usage after synthesis, types with 25 or more instances --
cell | number | area share
mux2_2 | 27 | 0.030
ha_1 | 74 | 0.092
a21oi_1 | 103 | 0.051
o21ai_0 | 83 | 0.041
inv_1 | 51 | 0.019
xnor2_1 | 57 | 0.050
nand2b_1 | 32 | 0.020
xor2_1 | 61 | 0.053
nor3_1 | 40 | 0.020
nand2_1 | 94 | 0.035
nor2b_1 | 33 | 0.020
nor2_1 | 93 | 0.035
nand3_1 | 26 | 0.013
dfrtp_1 | 78 | 0.19
o21bai_1 | 25 | 0.019
clkbuf_1 | 59 | 0.022
-- cell families after synthesis --
family / synth area share
buffers and inverters: 0.0598
AOI/OAI and AO/OA: 0.260
DFF: 0.194
muxes: 0.0640
and+or+nand+nor: 0.203
xor gates and xnor gates: 0.106
adders and majority gates: 0.113
